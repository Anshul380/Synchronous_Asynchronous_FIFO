`./config.mk`:
```
export PLATFORM = sky130hd
export DESIGN_NAME = Async_fifo
export DESIGN_NICKNAME = Async_fifo
export VERILOG_FILES = /design/flow/design.v
export SDC_FILE = /design/flow/constraint.sdc
export NUM_CORES = 4
export LEC_CHECK = 1
export CORE_UTILIZATION = 50
```
`./constraint.sdc`:
```
current_design Async_fifo

set clk_period 6.1
set clk_io_pct 0.2

create_clock -name clk0 -period $clk_period [get_ports {rclk}]
create_clock -name clk1 -period $clk_period [get_ports {wclk}]

set non_clock_inputs [all_inputs -no_clocks]
set_input_delay [expr $clk_period * $clk_io_pct] -clock clk0 $non_clock_inputs
set_output_delay [expr $clk_period * $clk_io_pct] -clock clk0 [all_outputs]
```
`./design.v`:
```
module Async_fifo #(parameter data_width = 8,
                    parameter address_width = 4)
						  (output [data_width-1:0] rdata,
						  output  wfull,
						  output rempty,
						  input[data_width-1:0] wdata,
						  input  winc,wclk,wrst,
						  input  rinc,rclk,rrst);
wire[address_width-1:0] waddr,raddr;
wire[address_width:0]  wptr,rptr,wq2_rptr,rq2_wptr;
sync_r2w sr2w( wq2_rptr, wclk, wrst, rptr);
sync_w2r sw2r( rq2_wptr, rclk, rrst, wptr);
fifmem fifo(rdata, wdata, waddr,raddr, wclk,winc,wfull);
rptr_empty r_empty(rempty,raddr, rptr, rq2_wptr, rinc,rclk,rrst) ;
 wptr_full wfull_r(wfull, waddr, wptr, wq2_rptr,winc, wclk , wrst); 
endmodule
module fifmem #(parameter data_width = 8,
parameter address_width = 4)
(output [data_width-1:0] rdata,
input[data_width-1:0] wdata,
input[address_width-1:0] waddr,raddr,
input wclk,wclken,wfull);
localparam depth = 1<<address_width;
reg[data_width-1:0] mem[0:depth-1] ;
assign rdata= mem[raddr];
always @(posedge wclk)
if(wclken && !wfull)
  begin
  mem[waddr] <= wdata; 
  end
endmodule
module sync_r2w #(parameter addr_width=4)
  (output reg [addr_width:0] wq2_rptr,
  input wclk, wrst,
input [addr_width:0] rptr);
reg[addr_width:0] wq1_rptr;
always @(posedge wclk or posedge wrst )
   if(wrst)
	{wq2_rptr,wq1_rptr} <=0;
	else
	{wq2_rptr,wq1_rptr}  <= {wq1_rptr,rptr};
endmodule
module sync_w2r #(parameter addr_width=4)
  (output reg [addr_width:0] rq2_wptr,
  input rclk, rrst,
input [addr_width:0] wptr);
reg[addr_width:0] rq1_wptr;
always @(posedge rclk or posedge rrst )
   if(rrst)
	{rq2_wptr,rq1_wptr} <=0;
	else
	{rq2_wptr,rq1_wptr}  <= {rq1_wptr,wptr};
endmodule
module rptr_empty #(parameter address_width = 4)
(output reg rempty,
output[address_width-1:0] raddr,
output reg [address_width:0] rptr,
input  [address_width :0] rq2_wptr,
input rinc,rclk,rrst) ;
reg [address_width:0] rbin;
wire [address_width:0] rgray_next,rbin_next ;
always @(posedge rclk or posedge rrst)
    if(rrst) {rbin,rptr} <= 0 ;
	 else {rbin,rptr} <= {rbin_next, rgray_next};
assign raddr = rbin[address_width-1:0];
assign rbin_next = rbin + (rinc& ~rempty);
assign rgray_next = (rbin_next>>1)^rbin_next;
always @(posedge rclk or posedge rrst) begin
  if(rrst) rempty <= 1'b1;
  else rempty <= {rgray_next==rq2_wptr};
end
endmodule
module wptr_full #(parameter address_width = 4)
(output reg wfull,
output[address_width-1:0] waddr,
output reg [address_width:0] wptr,
input[address_width :0] wq2_rptr,
input   winc, wclk , wrst); 
reg [address_width:0] wbin;
wire [address_width:0] wgray_next,wbin_next;
wire wfull_value ;
always @(posedge wclk, posedge wrst)
   if(wrst)
	  {wbin, wptr} <= 0 ;
	 else
	 {wbin,wptr} <= {wbin_next,wgray_next};
assign waddr = wbin[address_width-1:0];
assign wbin_next = wbin +(winc & ~wfull);
assign wgray_next = (wbin_next>>1)^wbin_next ;
assign  wfull_value =(wgray_next[address_width] !=wq2_rptr[address_width])  &&
                      (wgray_next[address_width-1] !=wq2_rptr[address_width-1]) &&
							 (wgray_next[address_width-2:0] ==wq2_rptr[address_width-2:0]);
always @(posedge wclk  or posedge wrst)
   if(wrst)
	   wfull <= 1'b0 ;
	else 
	 wfull <= wfull_value ;
endmodule
```
`./run.sh`:
```
#!/bin/bash
# OpenROAD 26Q1-2900-gdf79404cd8, Yosys 0.63+post, stock flow scripts
make -C /OpenROAD-flow-scripts/flow DESIGN_CONFIG=/design/flow/config.mk WORK_HOME=/design/flow/orfs finish
```
==> out/results.txt <==
Status: complete, no violations
Post-synth area from yosys stat: 0.00641 mm²
Worst Hold Class: register to register
Number of post-CTS setup repair buffers: 0
Flip-flops with a built-in enable: 128
Worst-path cell with the longest stage delay: mux4_2
Hold Path End: sr2w.wq1_rptr[2]$_DFF_PP0_
DR WL/cell: 20.9 µm
Vias in the first global route: 3274
Maxcap violations: 0
Post-route cell area: 0.00754 mm²
PortBufs: 22
Slew margin rel.: 38.9%
Slew Limit Fails: 0
First-pass GRT wire length: 18000 µm
Initial antenna violation count: 0
Placer Congestion: 0.768
Internal Power: 2.72 mW
Yosys xor share: 4.08%
Crit-path cells: buf_4 -> mux4_2 -> a22o_1 -> a221o_1 -> clkdlybuf4s50_1
Setup WS pre-CTS: 2300 ps
N_diodes: 0
Mean Syn Cell Area: 20.1 µm²
Gate power share: 29.8%
Crit. End Element: output pin
Crit-path max cell delay: 590 ps
Clk slew on worst S/H paths: 60 ps
Yosys aoi share: 2.87%
FF-to-FF Start: r_empty.rbin[0]$_DFF_PP0_
Area after DPL: 0.00690 mm²
Psw: 1.09 mW
Share of cells above drive strength 1: 22.9%
Vias/cell: 5.40
Row cnt: 40
Netlist cell types: 36
Clock Sinks: 168
Flops after synth: 168
Final Setup Violations: 0
GRT Overall Usage: 21.2%
# Cells Yosys: 318
Cells after Synth: 318
Fraction of power consumed by sequential logic: 41.2%
Adder Area Share: 0.781%
Fp_density: 52.3%
Simple-Gate Fraction of Synth Area: 3.81%
Layout Skew: 8.57 ps
DR iter-0 viols: 264
RSZ-0062 raised after global routing: no
OpenROAD warnings: 26
Drt total wl: 11500 µm
I/O pins: 24
Clock tree from TritonCTS: yes
Detailed placer's ending HPWL: 6940 µm
Routed Antenna Nets: 0
Hold Path Depth: 0
GRT overflow: 0
Layout area overhead: 17.6%
Register-to-register setup slack: 3610 ps
Worst path arrival time: 2700 ps
Die height: 115 µm
Kind of critical path: register to output pin
Worst Min Path Start: r_empty.rptr[2]$_DFF_PP0_
Area fraction in mux cells: 11.4%
Crit-path max FO: 33
Reg-to-reg endpoint: r_empty.rempty$_DFF_PP1_
Post-CTS resize count: 0
Dominant logic cell type in the layout: edfxtp_1
Setup_tns: 0 ps
Die width: 115 µm
Core area: 0.0123 mm²
Sw frac: 28.6%
Worst Max-Slew Pin Slew: 913 ps
PnR worst setup slack: 2180 ps
Hold_buf cts: 0
Lkg Pwr: 2.61 nW
Synth Flop Type: edfxtp_1
Synthesized area: 0.00641 mm²
Power per standard cell area: 506 mW/mm²
Req. time, crit path: 4880 ps
Worst reg-to-reg path cell count: 8
Post-route DRC violation count: 0
Seq/Total Area, Yosys: 75.6%
Vias: 2957
Top cells excl fill/tap: edfxtp_1 (128), dfrtp_1 (38), mux4_2 (32)
Largest net degree at the start of global routing: 37
CP Buf/Inv Count: 2
Top logic family: multiplexers
Final Hold Vio Count: 0
Clk pwr share: 28.9%
Crit start category: register
CP delay by family, top: buffers and inverters
Number of synthesis warnings: 5
Maximum VDD drop: 0.381 mV
Total die size: 0.0133 mm²
FFs w/ async S/R, synth: 23.8%
Post-Layout Cell Count: 548
DR pass1 iterations: 4
Dpl cells: 513
[power by group through the flow]
stage	Sequential, mW	Clock (mW)	Combinational [mW]
after CTS	1.58	1.12	1.15
after global routing	1.59	1.17	1.25
final	1.57	1.10	1.14
[worst max-delay path by stage]
| stage | from | end | slack (ps) | cells after the start |
|---|---|---|---|---|
| finish | r_empty.rbin[0]$_DFF_PP0_ | rdata[2] | 2180 | 5 |
| CTS | r_empty.rbin[0]$_DFF_PP0_ | rdata[2] | 2130 | 5 |
| global route | r_empty.rbin[0]$_DFF_PP0_ | rdata[1] | 1980 | 5 |
[registers in the layout, summed over array words and instances, names as in the netlist]
signal and flops:
fifo.mem 128, r_empty.rptr 5, sr2w.wq1_rptr 5, sr2w.wq2_rptr 5, sw2r.rq1_wptr 5, sw2r.rq2_wptr 5
wfull_r.wptr 5, r_empty.rbin 4, wfull_r.wbin 4, r_empty.rempty 1, wfull_r.wfull 1
[cell families after synthesis]
group / count (synthesis)
flip-flops: 168
AND/OR/NAND/NOR: 46
multiplexers: 33
XOR/XNOR: 29
AND-OR/OR-AND: 21
buffers and inverters: 17
adder cells (fa/ha/maj): 4
[per-layer routing]
layer  track usage, %  vias to the layer above  wire, µm
met4             3.38                        0       177
met2             29.2                      128      5070
li1                 -                     1355         -
met1             34.2                     1455      4910
met3             12.0                       19      1300
met5                0                        -         0
[final cells by class]
class,instances,area (µm²)
Tap cell,168,210
Clock inverter,12,115
Fill cell,890,4730
Timing Repair Buffer,40,355
Multi-Input combinational cell,133,1470
Inverter,4,15.0
Clock buffer,23,522
Sequential cell,168,4850
[synthesized netlist by cell type, types with 2 or more instances]
cell type    n  area [µm²]
xnor2_1     15         131
buf_2        6        30.0
nor3_1       5        25.0
nand3b_1     2        15.0
a22o_1       8        70.1
a221o_1      8        80.1
edfxtp_1   128        3840
xor2_1      13         114
nand2_1      3        11.3
a21oi_1      2        10.0
mux4_2      32         721
ha_1         4        50.1
nor2b_1      3        18.8
nand3_1      6        30.0
nand2b_1     2        12.5
inv_1        4        15.0
buf_6        2        22.5
dfrtp_1     39         976
clkbuf_1     3        11.3
nor2_1      17        63.8
[through the flow]
stage	power (mW)	hold slack [ps]	utilization (%)
after floorplan	2.36	331	-
after global placement	2.73	332	56.3
after detailed placement	2.73	335	56.3
after CTS	3.85	171	61.5
after global routing	4.02	181	61.5
final	3.81	183	61.5
No activity file was given, so power comes from the tool's default toggle rates.
