--- /design/flow/config.mk ---
export PLATFORM = sky130hd
export DESIGN_NAME = Synchronous_fifo
export DESIGN_NICKNAME = Synchronous_fifo
export VERILOG_FILES = /design/flow/design.v
export SDC_FILE = /design/flow/constraint.sdc
export NUM_CORES = 4
export LEC_CHECK = 1
export CORE_UTILIZATION = 30
--- /design/flow/constraint.sdc ---
current_design Synchronous_fifo

set clk_period 6.8
set clk_io_pct 0.2

create_clock -name clk0 -period $clk_period [get_ports {clk}]

set non_clock_inputs [all_inputs -no_clocks]
set_input_delay [expr $clk_period * $clk_io_pct] -clock clk0 $non_clock_inputs
set_output_delay [expr $clk_period * $clk_io_pct] -clock clk0 [all_outputs]
--- /design/flow/design.v ---
module Synchronous_fifo #(parameter data_width = 10 , address_width = 4)
(input clk , input reset ,input w_enable, input read_enable,
 input[9:0] wr_data, output [9:0] r_data , output full , output empty  );
wire [address_width:0] wptr,rptr ;
wfull  full_logic( rptr, wptr,clk,reset, w_enable, full);
fifo_mem fifo(wr_data, r_data, wptr[address_width-1:0],rptr[address_width-1:0],clk ,full,w_enable,read_enable);
rempty empty_logic(clk , reset , read_enable, wptr, rptr, empty );
endmodule
module fifo_mem #(parameter data_size =10,
parameter address_width = 4)
(input [data_size-1:0] wdata,output[data_size-1:0] rdata,
input[address_width-1:0] wptr,rptr,
input clk , wfull,winc,rinc);
localparam depth = 1<<address_width ;
reg [data_size-1:0] mem [0:depth-1] ;
always @(posedge clk )
    begin
	 if(!wfull && winc)
	 mem[wptr] <= wdata ;
	 end
assign rdata = (rinc)? mem[rptr]:'bz;
endmodule
module wfull #(parameter address_size=4)
(input [address_size:0] rptr,
output reg [address_size:0]  wptr,
input   clk,reset, winc,
output reg wfull);
wire [address_size:0] wnext;
wire  wfull_value ;
always @(posedge clk or posedge reset)
   begin
	if(reset) begin
	wptr <= 0 ;
	end
	else
	wptr <= wnext[address_size:0] ; 
	end
assign wfull_value = ( {~wnext[address_size] , wnext[address_size-1:0]}) == (rptr) && !reset;
assign wnext = wptr + (~wfull & winc) ;
always @(posedge clk or posedge reset )
    begin
	 if(reset)
	    wfull<= 0 ;
	else 
	    wfull <=  wfull_value ;
	 end
endmodule
module rempty #(parameter address_size = 4)
(input clk , reset , rinc,
input[address_size:0] wptr,
output reg[address_size:0] rptr,
output reg rempty );
wire[address_size:0] rnext;
wire rempty_value ;
always @(posedge clk or posedge reset)
   if(reset)
	rptr <= 0 ;
	else
	rptr <= rnext[address_size:0] ;
assign rnext = rptr + (~rempty && rinc); 
assign rempty_value = (wptr == rptr)  ;
always @(posedge clk or posedge reset )
   begin
	if(reset)
	rempty <= 1'b1 ;
	else 
   rempty <= rempty_value ; 
	end
endmodule
--- /design/flow/run.sh ---
#!/bin/bash
# OpenROAD 26Q1-2900-gdf79404cd8, Yosys 0.63+post, stock flow scripts
make -C /OpenROAD-flow-scripts/flow DESIGN_CONFIG=/design/flow/config.mk WORK_HOME=/design/flow/orfs finish
==> results.cfg <==
; physical design summary
[outcome]
status = completed

[grt]
grt_pass1_wl_um = 20900
overflow = 0
track_usage_pct = 13.0
grt_start_max_net_pins = 45
grt_pass1_vias = 3394
antenna_found_initial = 0

[power_and_ir_drop]
power.density_nw_per_um2 = 405
irDropWorstVdd_v = 0.000175
power_mw = 3.25
leakagePower_nw = 2.63

[synth]
ys_area_um2 = 6830
ys_warn_count = 4
top_cell_area_share_pct = 70.3
synth_area_leader_cell = edfxtp_1
avgSynthCellArea_um2 = 21.3
yosysUniqueCellTypes = 27
top_cells_by_area = edfxtp_1 70%, mux4_1 7.3%, mux4_2 6.9%, dfrtp_1 4.0%, a22oi_1 2.2%
yosys-top-cells-count = 160 x edfxtp_1, 21 x mux4_2, 20 x a22oi_1
synth_stat.cells = 321
ys_ff = 172
netlist_area_um2 = 6830
synthFlopType = edfxtp_1
yosysMostFrequentCell = edfxtp_1
ys_seq_share_pct = 74.7
synth-edff-count = 160
async_reset_ff_share_pct = 6.98
netlist_instances = 321

[clock_network]
clock_sinks = 172
clk_pin_slew_ps = 60
cts_hold_buf = 0
clockBufferDepth = 2
cts_setup_buffers = 0
cts_tree = built
clock_latency_ps = 430
htree_levels = 4
cts_resized = 0
root_buffer = clkbuf_16
cts_buffers = 17

[detailed_routing]
routed-wl-met2_um = 6830
met1_length_um = 5330
routedWlPerCell_um = 20.7
routed_wirelength_um = 13700
viasPerCell = 4.85
top_layer_used = met4
drtPass1Iterations = 4
routed-wl-met3_um = 1350
dr.first_iter.drc_count = 278
detail-route-antenna-nets = 0
antenna_cells = 0
drc = 0
vias = 3208

[setup_path]
rr_worst_depth = 7
cp_slowest_cell = dfrtp_2
reg2reg_slack_ps = 4640
endpoint = r_data[7]
required_ps = 5440
cpPeakStageDelay_ps = 580
end_kind = primary output
worst-path-stages = 5
critPathMaxFanout = 32
worstPathArrival_ps = 3040
cp-start-kind = flop
crit_family = buffers and inverters
path_class = reg2out
path_buffers = 2
crit_start = empty_logic.rptr[0]
r2r_start = full_logic.wfull
worstPathCellList = buf_4 -> mux4_2 -> a22oi_1 -> nand2_1 -> clkdlybuf4s50_1
r2r-end = full_logic.wfull

[floorplanning]
chipWidth_um = 153
core_um2 = 22100
fp-utilization_pct = 30.9
chip_area_um2 = 23400
num_rows = 54
io_pins = 26
die_y_um = 153

[sta]
period_used_pct = 64.6
slew_viol_final = 0
fin_tns_setup_ps = 0
grt_setup_unrepaired = no
period_needed_ps = 4400
setup_viol = 0
clock_skew_ps = 7.78
clock.fmax_ghz = 0.228
hold_viol_final = 0
slew_headroom_pct = 54.6
final.setup.worst_slack_ps = 2400
tightest_slew_ps = 681

[layout]
area_delta_synth_final_pct = 17.4
fin_util_pct = 36.3
fillCellCount = 1923
drive_gt1_share_pct = 21.0

[placed_design]
numPortBuffers = 25
gp_congestion = 0.768
dpl.hpwl_um = 8320
post-place-ws_ps = 2790

[run]
warnings = 25
cap_viol_max_count = 0

[hold_path]
hp-start = full_logic.wptr[4]
min_path_type = reg2reg
==> flip-flops by register name, indices dropped and copies added (netlist names) <==
signal,cells
empty_logic.rempty,1
empty_logic.rptr,5
fifo.mem,160
full_logic.wfull,1
full_logic.wptr,5
==> per-layer routing <==
metal  track usage (%)  vias up
met2              21.2      135
met3              7.11       19
met4              1.44        0
met5                 0        -
met1              16.5     1617
li1                  -     1437
==> final cells by class <==
class	instances	area, um2	area share [%]
Inverter	1	3.75	0.0468
Tap cell	280	350	4.37
Timing Repair Buffer	46	408	5.09
Clock buffer	17	425	5.30
Clock inverter	14	135	1.68
Sequential cell	172	5110	63.7
Multi-Input combinational cell	131	1590	19.8
==> through the flow <==
step	hold slack [ps]	cell area [um2]	instances
final	486	8020	661
after global routing	500	8020	661
after global placement	483	7460	630
after detailed placement	486	7460	630
after CTS	495	8020	661
after floorplan	461	6830	321
==> cell usage in the layout (no fill, tap or decap), types with 2 or more instances in the layout <==
cell type          n
or3b_1             2
clkinv_2           2
xnor2_1            9
buf_4             21
mux4_1            19
a22oi_1           20
dfrtp_1            9
inv_8              2
inv_6              4
nand2b_1           4
ha_1               4
nor2_1            13
nor2b_1            4
clkbuf_16         17
nand3b_1           2
nor3_2             4
nand3_1            6
edfxtp_1         160
dfrtp_2            2
nand2_1           12
mux4_2            21
clkinv_4           3
xor2_1             5
clkdlybuf4s50_1   25
==> power breakdown <==
part	leakage, nW	internal, mW	switching, mW
Combinational	0.773	0.486	0.463
Clock	0.276	0.510	0.406
Sequential	1.59	1.29	0.0918
==> kinds of logic after synthesis <==
logic type / share of synthesized area (%)
DFF: 74.7
and+or+nand+nor: 3.64
muxes: 14.2
AOI/OAI and AO/OA: 2.56
buffers and inverters: 2.29
xor gates and xnor gates: 1.79
adders and majority gates: 0.733
==> how the worst min path moves through the flow <==
stage	end	cells after the start
finish	full_logic.wptr[4]	1
global route	full_logic.wptr[4]	1
CTS	full_logic.wptr[4]	1
Power figures rest on the tool's default switching activity, not on a simulated workload.
